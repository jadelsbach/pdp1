## flow/constraint.sdc

```tcl
current_design pdp1_opr_decoder

set clk_period 2.1
set clk_io_pct 0.2

create_clock -name clk0 -period $clk_period

set non_clock_inputs [all_inputs -no_clocks]
set_input_delay [expr $clk_period * $clk_io_pct] -clock clk0 $non_clock_inputs
set_output_delay [expr $clk_period * $clk_io_pct] -clock clk0 [all_outputs]
```

## flow/run.sh

```bash
#!/bin/bash
# OpenROAD 26Q1-2900-gdf79404cd8, Yosys 0.63+post, stock flow scripts
make -C /OpenROAD-flow-scripts/flow DESIGN_CONFIG=/design/flow/config.mk WORK_HOME=/design/flow/orfs finish
```

## flow/design.v

```verilog
module pdp1_opr_decoder(op_i, op_mask, op_ac, op_io, 
			op_pf, op_tw, op_r_ac, op_r_io, op_r_pf);
   parameter pdp_model = "PDP-1";
   input op_i;
   input [0:11] op_mask;
   input [0:17] op_ac;
   input [0:17] op_io;
   input [0:5] 	op_pf;
   input [0:17] op_tw;
   output [0:17] op_r_ac;
   output [0:17] op_r_io;
   output [0:5]  op_r_pf;
   wire [0:18] 	 w_ac_immed1;
   wire [0:18] 	 w_ac_immed2;
   wire [0:18] 	 w_ac_immed3;
   wire [0:18] 	 w_ac_immed4;
   wire [0:18] 	 w_io_immed1;
   reg [0:5] 	 r_pf_mask;
   assign w_ac_immed4 = (op_mask[4]) ? 18'b0 : op_ac;
   assign w_ac_immed3 = (op_mask[1]) ? (w_ac_immed4 | op_tw) : w_ac_immed4;
   assign w_ac_immed2 = (op_mask[5]) ? (w_ac_immed3 | op_pf) : w_ac_immed3;
   assign w_ac_immed1 = (op_mask[2]) ? ~w_ac_immed2 : w_ac_immed2;
   assign w_io_immed1 = (op_mask[0]) ? 18'b0 : op_io;
   generate
      if(pdp_model == "PDP-1D") begin
	 assign w_io_immed1 = (op_i) ? ~w_io_immed2 : w_io_immed2;
	 assign op_r_ac = (op_mask[6]) ? w_io_immed1 : w_ac_immed1;
	 assign op_r_io = (op_mask[7]) ? w_ac_immed1 : w_io_immed1;
      end
      else begin
	 assign op_r_io = w_io_immed1;
	 assign op_r_ac = w_ac_immed1;
      end
   endgenerate
   assign op_r_pf = (|op_mask[8:11]) ?
		    ((op_mask[8]) ? op_pf | r_pf_mask : 
		     op_pf & ~r_pf_mask) :
		    op_pf;
   always @(op_mask or op_pf) begin
      case(op_mask[9:11])
	3'b000:
	  r_pf_mask = 6'b000000;
	3'b001:
	  r_pf_mask = 6'b000001;
	3'b010:
	  r_pf_mask = 6'b000010;
	3'b011:
	  r_pf_mask = 6'b000100;
	3'b100:
	  r_pf_mask = 6'b001000;
	3'b101:
	  r_pf_mask = 6'b010000;
	3'b110:
	  r_pf_mask = 6'b100000;
	3'b111:
	  r_pf_mask = 6'b111111;
      endcase  
   end
endmodule  
```

## flow/config.mk

```make
export PLATFORM = sky130hd
export DESIGN_NAME = pdp1_opr_decoder
export DESIGN_NICKNAME = pdp1_opr_decoder
export VERILOG_FILES = /design/flow/design.v
export SDC_FILE = /design/flow/constraint.sdc
export NUM_CORES = 4
export LEC_CHECK = 1
export CORE_AREA = 10 10 70 70
export DIE_AREA = 0 0 80 80
```

==> out/metrics.cfg <==
[outcome]
status=finished clean

[layout]
clockBufferCount=0
area.growth.synth_to_final_pct=216
fin_util_pct=59.8
flops=0
logic_area_um2=688
n_fill_cell=292
seq_area_um2=0
drive_above_1_share_pct=22.3

[setup_path]
required_ns=1.68
critPathSlowestCell=clkdlybuf4s50_1
path_class=input pin to output port
critPathTopFamily=buffers and inverters
crit_start=op_ac[10]
critPathMostFrequentCell=clkdlybuf4s50_1
crit_chain=clkdlybuf4s50_1 -> a22oi_2 -> xnor2_1 -> clkdlybuf4s50_1
critical_path_depth=4
crit_path_end=op_r_ac[10]
critical_path_buf_inv_count=2
cp_max_fo=1
crit_path_end_kind=output port
cp_data_arrival_time_ns=1.65
cpPeakStageDelay_ns=0.49
cp-start-kind=input pin

[floorplan]
num_io_pins=115
core_um2=3420
die_h_um=80
die_w_um=80
initCoreUtil_pct=18.9
die_area_um2=6400
rows=21

[worst_hold_path]
hold_path_class=input pin to output port
whs_path_depth=3

[place]
io_buffers=111
place.gp.congestion=0.822
hpwl_um=3770

[timing]
min_period_ns=2.07
setup_viol=0
slew_headroom_pct=76.9
finalClockPeriodUsage_pct=98.7
max_freq_mhz=483
hold_violations=0
drv_slew=0
timing.hold.ws_ns=1.34
tightestPinTransition_ns=0.346
rsz0062_at_grt=yes

[synthesis]
seq_area_frac_synth_pct=0
synth_cell_types=19
avgSynthCellArea_um2=7.60
synth_area_leader_cell=xnor2_1
yosysWarnings=1
synth_cells=85
top_area_share_pct=24.4
yosysCellCount=85
top_cells_by_area=xnor2_1, nor2b_1, a22oi_1
ys_area_um2=646
synth_area_um2=646

[drt]
num_vias=1100
finalWirelength_um=4350
ant_nets=0
n_antenna_cell=0
drt_first_iter_violations=79
avgRoutedWirePerCell_um=16.9
firstDrtPassIters=5
drc=0
routed_via_density=4.28

[power]
peakVddDrop_uv=79.5
powerDensity_nw_per_um2=206
p_leak_nw=0.857

[run]
warnings=40
cap_violations=0

[global_route]
antenna_found_initial=0
grt_usage_pct=12.0
grt_max_degree=16
grt-ovfl-total=0
grt_pass1_wl_um=6100
grt_pass1_vias=1075

## synth_stat cells, drive strengths merged
library cell	number
and2b	2
a22o	1
ha	4
xnor2	18
mux2	3
o21ai	1
nand2b	5
nor2b	16
buf	5
nand2	3
clkbuf	1
a31oi	2
inv	4
a22oi	12
a221oi	2
a222oi	6
## per-stage QoR
step	std cells	total power [mW]	setup TNS (ns)	setup WS [ns]	instance area, um^2
final	257	0.421	0	0.0275	2040
after global placement	253	0.426	-7.53	-0.388	1920
after floorplan	85	0.102	0	0.584	646
after CTS	257	0.426	0	0.00123	2010
after global routing	257	0.455	-0.0681	-0.0344	2040
after detailed placement	253	0.427	-7.84	-0.411	1920
## metal layers
layer	global-route usage [%]	vias up	part of all wire [%]
met5	0	-	0
met4	0	0	0
met3	1.70	0	5.2
met2	23.2	36	56
met1	14.1	497	39
li1	-	567	-
## cell families after synthesis
group                    synth area share [%]
XOR/XNOR                                 24.4
AND/OR/NAND/NOR                          24.4
multiplexers                             5.23
adder cells (fa/ha/maj)                  7.75
AND-OR/OR-AND                            30.0
buffers and inverters                    8.14
## report_power, final
part / internal (mW) / switching [mW]
Clock: 0 / 0
Sequential: 0 / 0
Combinational: 0.301 / 0.120
Total: 0.301 / 0.120
## what timing repair did
action	in CTS	in global routing
gates cloned	0	0
hold buffers	0	0
buffers inserted	4	0
endpoints found under the setup margin	25	22
pin swaps	12	10
gates resized	51	16
## layout make-up
type	instances	share of cell area, %
Timing Repair Buffer	132	62.7
Multi-Input combinational cell	75	33.7
Tap cell	46	2.82
Inverter	4	0.735
## worst min path at each step
stage / startpoint / end / slack (ns)
6_report: op_mask[9] / op_r_pf[5] / 1.34
5_1_grt: op_mask[9] / op_r_pf[5] / 1.39
4_1_cts: op_pf[1] / op_r_ac[13] / 1.42
## layout by cell type (no fill, tap or decap)
master / n
ha_1: 2
buf_12: 2
a221oi_2: 2
nand2b_1: 4
and2b_1: 2
nand2b_4: 1
xnor2_1: 18
dlygate4sd2_1: 21
buf_2: 1
buf_6: 2
clkdlybuf4s15_1: 2
clkbuf_2: 1
clkdlybuf4s15_2: 1
a22oi_2: 12
buf_4: 17
nor2b_1: 16
dlymetal6s2s_1: 6
a222oi_1: 6
ha_4: 1
inv_1: 1
ha_2: 1
a31oi_1: 2
nand2_1: 3
o21ai_1: 1
a22o_1: 1
mux2_2: 3
inv_2: 3
clkdlybuf4s50_1: 79
No activity file was given, so power comes from the tool's default toggle rates.
