[/design/flow/config.mk]
export PLATFORM = sky130hd
export DESIGN_NAME = pdp1_alu
export DESIGN_NICKNAME = pdp1_alu
export VERILOG_FILES = /design/flow/design.v
export SDC_FILE = /design/flow/constraint.sdc
export NUM_CORES = 4
export LEC_CHECK = 1
export CORE_AREA = 10 10 110 110
export DIE_AREA = 0 0 120 120
[/design/flow/constraint.sdc]
current_design pdp1_alu

set clk_period 23.4
set clk_io_pct 0.2

create_clock -name clk0 -period $clk_period

set non_clock_inputs [all_inputs -no_clocks]
set_input_delay [expr $clk_period * $clk_io_pct] -clock clk0 $non_clock_inputs
set_output_delay [expr $clk_period * $clk_io_pct] -clock clk0 [all_outputs]
[/design/flow/design.v]
module pdp1_alu(al_op, al_a, al_b, al_r, al_ovfl, al_w);
   parameter pdp_model = "PDP-1D";
   input [0:4] al_op;
   input [0:17] al_a;
   input [0:17] al_b;
   output reg [0:17] al_r;
   output reg 	     al_ovfl;
   output reg 	     al_w;
   wire [0:17] w_add_opa;
   wire [0:17] w_add_opb;
   assign w_add_opa = (al_op == 5'o23 | 
		       al_op == 5'o22) ? 18'h1 : al_a;
   assign w_add_opb = (al_op == 5'o21) ? ~al_b : al_b;
   wire [0:17] w_add_immed1;
   wire [0:17] w_add_result;
   wire [0:17] w_add_normalized;
   wire        w_add_ovfl;
   assign {w_add_ovfl, w_add_immed1} = w_add_opa + w_add_opb;
   assign w_add_result = (w_add_ovfl) ? (w_add_immed1) + 1 : w_add_immed1;
   assign w_add_normalized = (&w_add_result) ? 18'h0 : w_add_result;
   always @(al_op or al_a or al_b or w_add_result or 
	    w_add_normalized or w_add_ovfl) begin
      al_w = 1'b1;
      case(al_op)
	5'o20,
	5'o21:
	  begin
             al_r <= w_add_normalized;
	     al_ovfl <= (~w_add_opa[0] ^ w_add_opb[0]) & 
			(w_add_opa[0] ^ w_add_result[0]);
	  end
	5'o23,
	5'o22:
	  begin
	    al_r <= w_add_normalized;
            al_ovfl <= 0;
	  end
	5'o01:
	  al_r <= al_a & al_b;
	5'o03:
	  al_r <= al_a ^ al_b;
	5'o02:
	  al_r <= al_a | al_b;
	default:
	  {al_ovfl, al_r, al_w} <= 0;
      endcase  
   end
endmodule  
[/design/flow/run.sh]
#!/bin/bash
# OpenROAD 26Q1-2900-gdf79404cd8, Yosys 0.63+post, stock flow scripts
make -C /OpenROAD-flow-scripts/flow DESIGN_CONFIG=/design/flow/config.mk WORK_HOME=/design/flow/orfs finish
==> run_results.csv <==
group,metric,value,unit
status,status,"completed",
sta,rsz0062_at_grt,"false",
synthesis,top_area_share,19.11,%
placed_design,pre_cts_ws,8.146,ns
sta,fin_crit,15.30,ns
synthesis,synth_area_leader_cell,"ha_1",
cells_and_area,regArea,15.01,um2
cts,cts_hold_buf,0,
cts,cts_resized,0,
sta,fin_crit_sh,65.40,%
sta,untimed_endpoints,2,
drt,drc,0,
cells_and_area,top_register,"al_ovfl",
critical_path,path_max_fanout,20,
critical_path,critPathKind,"input port to output port",
cts,post_cts_buffers,0,
synthesis,yosysWarnings,1,
worst_hold_path,holdPathStages,5,
synthesis,mux_share,6.220,%
sta,drv_slew,0,
sta,hold_slack,10.57,ns
cells_and_area,multiInputGateArea,0.003278,mm2
floorplanning,coreArea,0.009774,mm2
sta,hold_viol_final,0,
synthesis,synthSimpleGateAreaFrac,26.23,%
cells_and_area,top_regs,"al_ovfl x1",
placed_design,place_inst,689,
global_routing,grt_antenna_before_repair,0,
sta,unclocked_regs,1,
placed_design,port_buffers,61,
floorplanning,die_h,120,um
floorplanning,die_w,120,um
worst_hold_path,hp-class,"input port to output port",
pwr,power_density,28.53,mW/mm2
placed_design,hpwl,8931,um
drt,wl_per_cell,16.08,um
floorplanning,chip_area,0.01440,mm2
pwr,leakage,1.742,nW
run,warning_count,50,
synthesis,post_synth_inst_count,521,
floorplanning,rows,36,
sta,tightestPinTransition,0.8512,ns
sta,timing.fmax,0.06534,GHz
synthesis,ys_types,77,
synthesis,topCellsByArea,"ha_1 (19%), xnor2_1 (8.5%), nor2_1 (7.1%)",
cells_and_area,instances_no_fill,689,
drt,num_vias,3780,
synthesis,ys.flop_type,"dlxtn_1",
drt,viasPerCell,5.486,
synthesis,synthesis.area,0.003601,mm2
synthesis,synth.ff_latch_count,1,
synthesis,postSynthAreaPerCell,6.912,um2
sta,setup-violations-final,0,
synthesis,ys_top_logic_family,"AND-OR/OR-AND gates",
sta,tns,0,ns
global_routing,grt_max_degree,25,
critical_path,critPathLaunchType,"input port",
floorplanning,fp_util,36.84,%
critical_path,arrival,10.62,ns
synthesis,async_flop_share,0,%
drt,routed_wl,11080,um
drt,ant_nets,0,
floorplanning,pin_count,61,
global_routing,grt.overflow.total,0,
cells_and_area,drive_gt1_share,9.173,%
drt,drt_first_pass_iters,5,
pwr,vdd_drop_max,0.009554,mV
synthesis,ys_chip_area,0.003601,mm2
synthesis,ys_sh_xor,10.42,%
run,cap_violations,0,
drt,drt_first_iter_violations,188,
cells_and_area,area_growth,18.66,%
global_routing,grt_util_all_layers,14.82,%
cells_and_area,largest_reg_flops,1,
synthesis,edf_count,0,
synthesis,yosys_cells,521,
sta,slew_headroom,43.07,%
drt,n_antenna_cell,0,
synthesis,adder_share,19.67,%
synthesis,ys_sh_aoi,28.49,%
placed_design,place_congestion,0.9538,
critical_path,crit_path_end_kind,"output port",
pwr,total_power,121.9,uW
cells_and_area,fillCellCount,992,
global_routing,grt_pass1_vias,3508,
critical_path,crit_required,18.72,ns
sta,fin_ws,8.096,ns
global_routing,grt_pass1_wl,18070,um
-- critical path: stages --
cell and delay, ns:
clkdlybuf4s50_1 0.43, nor2_1 0.16, nand2_1 0.33, nor2_1 0.18, nand2_1 0.06, buf_4 0.27
xnor2_1 0.18, ha_1 0.24, inv_1 0.07, fa_1 0.39, xnor2_1 0.45, and2_1 0.27
nand3_1 0.10, a41o_1 0.21, or4_1 0.53, or4_4 0.55, a2111o_1 0.61, a21o_1 0.28
o22ai_1 0.12, clkdlybuf4s50_1 0.49
-- where the power goes --
group,internal [mW],total [mW],leakage [nW],switching (mW)
clock,0,0,0,0
sequential,0.0000718,0.0000809,0.00763,0.00000911
combinational,0.0538,0.122,1.73,0.0680
-- metal layers --
metal,global-route usage [%],part of all wire (%),up-vias
met5,0,0,-
met4,1.056,1.0,0
met3,2.380,6.6,12
met2,22.11,43,104
met1,22.66,50,1714
li1,-,-,1950
-- cells in the final DEF, fill, tap and decap left out, types with 6 or more instances in the layout --
cell | Yosys | routed
and2_1 | 6 | 6
and3_1 | 7 | 7
xnor2_1 | 35 | 35
nand3_1 | 11 | 11
xor2_1 | 6 | 6
o21ai_0 | 27 | 27
o31ai_1 | 7 | 7
a21oi_1 | 29 | 29
clkdlybuf4s50_1 | 0 | 61
nand2b_1 | 7 | 7
nor2_1 | 68 | 68
o211ai_1 | 8 | 8
a21o_1 | 7 | 7
nand2_1 | 37 | 37
o21a_1 | 6 | 6
inv_1 | 44 | 44
nand4_1 | 6 | 6
a41oi_1 | 10 | 10
ha_1 | 55 | 55
mux2_2 | 19 | 19
-- per-stage QoR --
step                instance area [um2]  utilization [%]
CTS                                4273            43.71
floorplan                          3601                -
finish                             4273            43.71
global route                       4273            43.71
global placement                   4273            43.71
detailed placement                 4273            43.71
-- layout make-up --
type	instances	share of cell area, %
inverters	44	3.865
multi-input cells	445	76.72
flip-flops and latches	1	0.3514
well taps	133	3.895
repair buffers	66	15.17
-- cells by family (layout without fill, tap and decap cells) --
family / count (synthesis) / in the layout
adders and majority gates: 56 / 56
and+or+nand+nor: 187 / 187
latches: 1 / 1
muxes: 20 / 20
buffers and inverters: 75 / 110
AOI/OAI and AO/OA: 140 / 140
xor gates and xnor gates: 42 / 42
-- synthesized netlist by cell type, drive strengths merged (7+ instances only) --
| library cell | count |
|---|---|
| and3 | 7 |
| nand2b | 7 |
| mux2 | 19 |
| clkbuf | 15 |
| nand2 | 37 |
| o21a | 7 |
| a41oi | 13 |
| nor2 | 68 |
| o211ai | 8 |
| buf | 16 |
| xnor2 | 36 |
| ha | 55 |
| o31ai | 7 |
| o21ai | 30 |
| nand3 | 12 |
| inv | 44 |
| a21oi | 30 |
| a21o | 7 |
-- worst paths after layout --
path / to / from / slack (ns)
max: al_r[0] / al_op[1] / 8.10
min: al_r[3] / al_op[2] / 10.57
Power and IR drop assume default switching activity.
